[/design/flow/config.mk]
export PLATFORM = sky130hd
export DESIGN_NAME = DataPacketAnalyzer
export DESIGN_NICKNAME = DataPacketAnalyzer
export VERILOG_FILES = /design/flow/design.v
export SDC_FILE = /design/flow/constraint.sdc
export NUM_CORES = 4
export LEC_CHECK = 1
export CORE_UTILIZATION = 30
[/design/flow/constraint.sdc]
current_design DataPacketAnalyzer

set clk_period 36.1
set clk_io_pct 0.2

create_clock -name clk0 -period $clk_period [get_ports {clk}]

set non_clock_inputs [all_inputs -no_clocks]
set_input_delay [expr $clk_period * $clk_io_pct] -clock clk0 $non_clock_inputs
set_output_delay [expr $clk_period * $clk_io_pct] -clock clk0 [all_outputs]
[/design/flow/design.v]
module DataPacketAnalyzer(
input clk,
input resetn,
input validIn,
input [31:0] dataIn,
input lastIn,
output reg validOut,
output reg [31:0] dataOut,
output reg lastOut
);
localparam IDLE     = 2'b00;  
localparam HEADER   = 2'b01;  
localparam PAYLOAD  = 2'b10;  
localparam FOOTER   = 2'b11;  
localparam max_payload_length = 16'h0064;  
reg [1:0] current_state, next_state;       
reg [15:0] sequence_number;     
reg [6:0] payload_counter;     
reg [6:0] payload_counter1;    
reg [31:0] data_buffer [0:max_payload_length-1];
reg [31:0] header_reg;                  
reg [31:0] footer_reg = 32'hFFFFFFFF;   
always @(posedge clk or negedge resetn) begin  
	if(!resetn) begin                            
		current_state <= IDLE;               
	end else begin
		current_state <= next_state;         
	end
end
always @(*) begin
	next_state = IDLE;
	case (current_state)
		IDLE: begin                                      
			if(validIn && lastIn) begin              
				next_state = HEADER;             
			end else if(validIn && !lastIn) begin    
				next_state = IDLE;
			end
		end
		HEADER: begin                                    
		       next_state = PAYLOAD;                     
		end
		PAYLOAD: begin                                   
			if(payload_counter != 0) begin           
				next_state = PAYLOAD;            
			end else begin
				next_state = FOOTER;             
			end
		end
		FOOTER: begin
			next_state = IDLE;                       
		end
		default: next_state = IDLE;                      
	endcase
end
always @(posedge clk or negedge resetn) begin
	if(!resetn) begin                                        
		validOut <= 1'b0;                                
		dataOut <= 32'h00000000;                         
		lastOut <= 1'b0;                                 
		payload_counter <= 7'b0000000;                     
		payload_counter1 <= 7'b0000000;                    
		header_reg <= 32'h00000000;                      
		footer_reg <= 32'hFFFFFFFF;                      
		sequence_number <= 16'h0001;
	end else begin
		case (current_state)                             
			IDLE:begin                               
				payload_counter <= 7'b0000001;     
				payload_counter1 <= 7'b0000001;	 
				validOut <= 1'b0;                
				dataOut <= 32'h00000000;         
				lastOut <= 1'b0;                 
				if (validIn && !lastIn) begin                        
				        payload_counter <= payload_counter + 1;      
					data_buffer[payload_counter] <= dataIn;      
				end                                                  
				else if (validIn && lastIn) begin                    
					payload_counter <= payload_counter + 1;      
                                        data_buffer[payload_counter] <= dataIn;      
				end
				header_reg <= {sequence_number, {9'b0, payload_counter}};
			end
			HEADER: begin                                            
				dataOut <= header_reg;
				validOut <= 1'b1;                                
				lastOut <= 1'b0;                                 
			end
			PAYLOAD: begin                                                      
				if (payload_counter != 7'b0) begin                      
					if(payload_counter1<payload_counter) begin          
						validOut <= 1'b1;                           
						dataOut <= data_buffer[payload_counter1];   
						lastOut <= lastIn;
						payload_counter1 <= payload_counter1 + 7'b0000001;
					end
					else if (payload_counter1==payload_counter) begin   
						payload_counter <= 0;                       
						payload_counter1 <= 0;   		    
					end
				end
			end
			FOOTER: begin                                              
				validOut <= 1'b1;                                  
				dataOut <= footer_reg;                             
				lastOut <= 1'b1;                                   
				sequence_number <= sequence_number + 16'h0001;
			end
			default: begin
				validOut <= 1'b0;                                  
				dataOut <= 32'h00000000;                           
				lastOut <= 1'b0;                                   
			end
		endcase
	end
end
endmodule
[/design/flow/run.sh]
#!/bin/bash
# OpenROAD 26Q1-2900-gdf79404cd8, Yosys 0.63+post, stock flow scripts
make -C /OpenROAD-flow-scripts/flow DESIGN_CONFIG=/design/flow/config.mk WORK_HOME=/design/flow/orfs finish
==> job_summary.md <==
## Implementation flow summary

| Metric | Value |
|---|---|
| Setup fix buffers added after clock tree synthesis | `0` |
| H-tree levels | `5` |
| Number of cell instances on the worst register-to-register path | `11` |
| Final setup violation count | `0` |
| Transition time of the tightest slew-check pin | `1.45 ns` |
| Number of placement rows | `232` |
| Longest Clk Path Bufs | `4` |
| Endpoint of the worst register-to-register path | `dataOut[1]` |
| Largest register FFs | `3,200` |
| Crit path max-delay family | `buffers and inverters` |
| Worst path most repeated cell | `sky130_fd_sc_hd__buf_4` |
| Number of warnings the tools reported | `33` |
| Cell with the most instances after synthesis | `sky130_fd_sc_hd__edfxtp_1` |
| Portion of synthesized cell area occupied by the leading cell type | `0.799` |
| Routed vias/inst | `6.38` |
| Maximum fanout encountered on the critical timing path | `16` |
| Final worst-path cycle share | `0.294` |
| Die extent in y | `635 um` |
| Worst clock skew | `0.0858 ns` |
| Post-synth area hogs | `sky130_fd_sc_hd__edfxtp_1 80%, sky130_fd_sc_hd__a22oi_1 8.7%, sky130_fd_sc_hd__dfrtp_1 1.9%` |
| 1st-iter DRT viols | `8,773` |
| Worst-path cell with the longest stage delay | `sky130_fd_sc_hd__nor2_4` |
| Result of the run | `finished, final reports clean` |
| DPL Wire Length | `approximately 490,000 um` |
| Total of fill cells in the finished design | `36,458` |
| Clock insertion delay at the later pin of the skew report | `roughly 1.0 ns` |
| Launch instance of the worst min-delay path | `data_buffer[0][30]` |
| Post-CTS sizing | `0` |
| Synth async-reset ratio | `0.0277` |
| Global router's overall resource usage | `0.401` |
| Endpoints failing hold | `0` |
| Total count of max-transition violations in the final report | `0` |
| Max Clock Freq | `0.0944 GHz` |
| Required time at the endpoint of the critical path | `approximately 37 ns` |
| Critical path launch point | `validIn` |
| Number of sinks handled by clock tree synthesis | `3,291` |
| Area of the core region | `399,000 um^2` |
| Reg2reg start | `payload_counter1[4]` |
| Top cell types by occurrence after synthesis | `3,200 x sky130_fd_sc_hd__edfxtp_1, 1,387 x sky130_fd_sc_hd__a22oi_1, 338 x sky130_fd_sc_hd__nand2_1, 276 x sky130_fd_sc_hd__nor2_1, 234 x sky130_fd_sc_hd__clkbuf_1` |
| TritonCTS clock tree | `yes` |
| Predominant post-synthesis flop cell | `sky130_fd_sc_hd__edfxtp_1` |
| Worst Path Buf+Inv | `4` |
| DR DRC count | `0` |
| Global-route congestion overflow total | `0` |
| Number of max-cap violations | `0` |
| Terminating pin of the worst hold path | `dataOut[30]` |
| Count of pins on the block boundary | `about 70` |
| Final RePlAce weighted congestion | `1.07` |
| Gate count after technology mapping | `6,749` |
| Number of global-route vias before repair | `approximately 85,000` |
| Post-synth EDFFs | `3,200` |
| Count of unique library cells instantiated by Yosys | `80` |
| Area enclosed by the die boundary | `403,000 um^2` |
| Post-synthesis instance area | `between 100,000 and 150,000 um^2` |
| Slew HR | `0.0264` |
| Crit path capture type | `register` |
| Antenna-violating nets left | `0` |
| Number of buffers created by CTS | `358` |
| Pin count of the biggest net entering global routing | `77` |
| Cell Pwr Density | `55.4 nW/um^2` |
| Flops & latches, synth | `3,291` |
| Slowest cell delay on critical path | `0.76 ns` |
| Static leakage power | `45.6 nW` |
| Number of port buffers | `69` |
| Layout overhead on the synthesized area | `19.8%` |
| Layout Cell Area excl Fill | `roughly 140,000 um^2` |
| Cell accounting for the most synthesized area | `sky130_fd_sc_hd__edfxtp_1` |
| Horiz. Die Dim | `635 um` |
| Iteration count of the initial detailed-routing pass | `6` |
| Ratio of cells with drive above 1 in the final layout | `0.187` |
| Critical path launch point type | `primary input` |
| Number of antenna violations at the first check in global routing | `roughly 98` |
| Number of cells on the worst hold path | `1` |
| Detail-routed net length per standard cell | `~58 um` |
| Setup slack, reg-to-reg | `29.54 ns` |
| Vias | `83,656` |
| Category of the critical setup timing path | `in -> reg` |
| YS warnings | `2` |
| Total negative slack for setup checks | `0 ns` |
| First-pass GRT wire length | `948,000 um` |
| Endpoint arrival time on the critical path | `11.21 ns` |
| # Cells Yosys | `6,749` |
| Cell chain of the critical path | `clkdlybuf4s50_1 -> and3_1 -> and2_1 -> nand3_2 -> buf_4 -> nor2_4 -> buf_4 -> buf_4` |
| Sum of routed wire length over all layers | `761,000 um` |
| Clock root cell | `sky130_fd_sc_hd__clkbuf_16` |
| Maximum ir drop on the vdd rail | `0.0000420 V` |
| Clock edge transition at the registers on the reported setup and hold paths | `0.06 ns` |
| Path type of the worst min-delay path | `reg -> reg` |
| Fraction of the core area occupied by cells at floorplan | `0.301` |
| Average size of a mapped cell | `17.8 um^2` |
| Portion of the post-synthesis area used by sequential elements | `0.818` |
| Setup repair after global routing missed its margin | `false` |
| Minimum clock period | `about 11 ns` |
| Hold-fix buffers at CTS | `0` |
| Total cell area at the placement stage | `132,000 um^2` |
| Area reported by Yosys stat | `120,000 um^2` |
## area by class of cell
class                      instances  area (um^2)  share of cell area
multi-input combinational       3054        21700               0.151
inverter                          14         52.6            0.000365
timing repair buffer             693         5370              0.0373
clock buffer                     469         9620              0.0669
sequential                      3291        98400               0.683
clock inverter                   176         1830              0.0127
tap                             5265         6590              0.0458
antenna                          149          373             0.00259
## power breakdown
part	leakage, nW	switching, mW	internal, mW
combinational	10.1	0.0891	0.00639
sequential	30.0	0	4.19
clock	5.60	1.62	2.07
total	45.6	1.71	6.27
## logic make-up (layout without fill, tap and decap cells)
| logic type | count (synthesis) | in the layout | synth area share |
|---|---|---|---|
| compound gates | 1735 | 1735 | 0.108 |
| xor+xnor | 21 | 21 | 0.00153 |
| fa+ha+maj | 16 | 16 | 0.00167 |
| buf+inv | 404 | 1352 | 0.0140 |
| flops | 3291 | 3291 | 0.818 |
| mux | 69 | 69 | 0.00611 |
| other cells | 0 | 149 | 0 |
| simple gates | 1213 | 1213 | 0.0503 |
## metal layers
metal  share of wire  track usage
met4           0.082        0.265
met3            0.23        0.411
met5           0.014        0.247
met1            0.27        0.362
met2            0.40        0.507
## stage by stage
| step | hold slack, ns | setup slack (ns) | utilization | power (mW) | std cells |
|---|---|---|---|---|---|
| floorplan | 0.426 | 26.28 | - | 4.27 | 6749 |
| global placement | 0.460 | 24.76 | 0.331 | 4.36 | 12315 |
| detailed placement | 0.456 | 24.83 | 0.331 | 4.36 | 12316 |
| CTS | 0.474 | 25.82 | 0.360 | 7.96 | 12961 |
| global route | 0.487 | 25.59 | 0.360 | 8.10 | 13049 |
| finish | 0.475 | 25.50 | 0.361 | 7.97 | 13111 |
## cells in the final DEF (no fill, tap or decap), types with 43 or more instances in the layout
master	instances
sky130_fd_sc_hd__edfxtp_1	3200
sky130_fd_sc_hd__a22oi_1	1387
sky130_fd_sc_hd__buf_4	624
sky130_fd_sc_hd__clkbuf_16	364
sky130_fd_sc_hd__nand2_1	333
sky130_fd_sc_hd__nand4_1	222
sky130_fd_sc_hd__nor2_4	183
sky130_fd_sc_hd__diode_2	149
sky130_fd_sc_hd__clkbuf_1	93
sky130_fd_sc_hd__nor2_1	91
sky130_fd_sc_hd__dfrtp_1	84
sky130_fd_sc_hd__nor3_1	73
sky130_fd_sc_hd__nand3_1	73
sky130_fd_sc_hd__nor4_1	72
sky130_fd_sc_hd__a221oi_1	70
sky130_fd_sc_hd__a21oi_1	67
sky130_fd_sc_hd__clkinv_2	63
sky130_fd_sc_hd__a22o_1	60
sky130_fd_sc_hd__clkinv_1	57
sky130_fd_sc_hd__o21ai_0	43
## worst max-delay path by stage
stage,to,slack (ns),cells past startpoint
4_1_cts,data_buffer[43][0],25.82,8
5_1_grt,data_buffer[43][13],25.59,8
6_report,data_buffer[43][0],25.50,8
Power is estimated from default activity; no workload was simulated.
